[design/flow/run.sh]
#!/bin/bash
# OpenROAD 26Q1-2900-gdf79404cd8, Yosys 0.63+post, stock flow scripts
make -C /OpenROAD-flow-scripts/flow DESIGN_CONFIG=/design/flow/config.mk WORK_HOME=/design/flow/orfs finish
[design/flow/config.mk]
export PLATFORM = sky130hd
export DESIGN_NAME = CU
export DESIGN_NICKNAME = CU
export VERILOG_FILES = /design/flow/design.v
export SDC_FILE = /design/flow/constraint.sdc
export NUM_CORES = 4
export LEC_CHECK = 1
export CORE_UTILIZATION = 30
[design/flow/constraint.sdc]
current_design CU

set clk_period 5.0
set clk_io_pct 0.2

create_clock -name clk0 -period $clk_period [get_ports {clk}]

set non_clock_inputs [all_inputs -no_clocks]
set_input_delay [expr $clk_period * $clk_io_pct] -clock clk0 $non_clock_inputs
set_output_delay [expr $clk_period * $clk_io_pct] -clock clk0 [all_outputs]
[design/flow/design.v]
`timescale 1ns / 1ps
module CU (clk,rst, instr, result2, operand1, operand2, offset, opcode, sel1, sel3,w_r, regfile_a,regfile_b,regfile_c,regfile_d);
    parameter DATA_WIDTH = 8;  
    parameter ADDR_BITS = 5;  
    parameter INSTR_WIDTH =20; 
    input clk,rst;
    input [INSTR_WIDTH-1:0]instr;
    input [DATA_WIDTH-1:0] result2;
    output reg [DATA_WIDTH-1:0] operand1;
    output reg [DATA_WIDTH-1:0] operand2;
    output reg [DATA_WIDTH-1:0] offset;
    output reg [3:0] opcode;
    output reg sel1, sel3, w_r;
  output reg [DATA_WIDTH-1:0] regfile_a,regfile_b,regfile_c,regfile_d;
    reg [DATA_WIDTH-1:0] regfile[0:3];
    reg [INSTR_WIDTH-1:0]instruction;
    parameter RESET = 4'b0000;
    parameter DECODE = 4'b0001;
    parameter EXECUTE = 4'b0010;
    parameter MEM_ACCESS = 4'b0100;
    parameter WRITE_BACK = 4'b1000;
    reg [3:0] state = RESET;
    always @(posedge clk) begin
        instruction = instr;
        case (state)
            RESET : begin  
                if (instruction[19:18] == 2'b00)  begin
                    state = RESET; 
                    end else begin
                    state = DECODE;  
                    end
                regfile[0]<= 8'd0;
                regfile[1]<= 8'd1;
                regfile[2]<= 8'd2;
                regfile[3]<= 8'd3;
                operand1 <= #(DATA_WIDTH)'d0;
                operand2 <= #(DATA_WIDTH)'d0;
                offset <= #(DATA_WIDTH)'d0;
                opcode <= 4'b1111;
                sel1 <= 0;
                sel3 <= 0;
                w_r <= 0;
            end
            DECODE : begin  
                state = EXECUTE;  
                if (instruction[19:18] == 2'b1) begin  
                    operand1 <= regfile[instruction[15:14]];  
                    operand2 <= regfile[instruction[13:12]];  
                    offset <= instruction[11:4];
                    opcode <= instruction[3:0];
                   	sel1 <= 1;
                    sel3 <= 0;
                    w_r <= 0;
                end else if (instruction[19:18] == 2'b10) begin  
                    operand1 <= regfile[instruction[15:14]];  
                    operand2 <= regfile[instruction[17:16]];  
                    offset <= instruction[11:4];
                    opcode <= instruction[3:0];
                    sel1 <= 0;  
                    sel3 <= 1;  
                    w_r <= 0;
                end else if (instruction[19:18] == 2'b11) begin  
                  offset <= instruction[11:4];  
                    opcode <= instruction[3:0];
                    sel1 <= 0;  
                    sel3 <= 1;  
                    w_r <= 1;
                end
            end
            EXECUTE: begin  
                state = MEM_ACCESS;  
                if (instruction[19:18] == 2'b01) begin  
                    state = WRITE_BACK;
                    operand1 <= regfile[instruction[15:14]];  
                    operand2 <= regfile[instruction[13:12]];  
                    offset <= instruction[11:4];
                    opcode <= instruction[3:0];
                    sel1 <= 1;
                    sel3 <= 0;
                    w_r <= 0;
                end else if (instruction[19:18] == 2'b10) begin  
                    operand1 <= regfile[instruction[15:14]];  
                    operand2 <= regfile[instruction[17:16]];  
                    offset <= instruction[11:4];
                    opcode <= instruction[3:0];
                    sel1 <= 0;  
                    sel3 <= 1;  
                    w_r <= 0;
                end else if (instruction[19:18] == 2'b11) begin  
                  	operand2 <= regfile[instruction[15:14]];  
                    operand1 <= regfile[instruction[17:16]];  
                    offset <= instruction[11:4];
                    opcode <= instruction[3:0];
                    sel1 <= 0;  
                    sel3 <= 1;  
                    w_r <= 1;
                end   
                 regfile_a = regfile[0];
                  regfile_b = regfile[1];
                  regfile_c = regfile[2];
                  regfile_d = regfile[3];
            end
            MEM_ACCESS: begin  
                state = WRITE_BACK;  
                if (instruction[19:18] == 2'b10) begin  
                    operand1 <= regfile[instruction[15:14]];  
                    operand2 <= regfile[instruction[17:16]];  
                    offset <= instruction[11:4];
                    opcode <= instruction[3:0];
                    sel1 <= 0;  
                    sel3 <= 1;  
                    w_r <= 0;
                end else if (instruction[19:18] == 2'b11) begin  
                    state = DECODE;
                  	operand2 <= regfile[instruction[15:14]];  
                    operand1 <= regfile[instruction[17:16]];  
                    offset <= instruction[11:4];
                    opcode <= instruction[3:0];
                    sel1 <= 0;  
                    sel3 <= 1;  
                    w_r <= 1;
                end
            end
            WRITE_BACK: begin  
                state = DECODE;  
                if (instruction[19:18] == 2'b01) begin  
                    regfile[instruction[17:16]] <= result2;  
                    operand1 <= regfile[instruction[15:14]];  
                    operand2 <= regfile[instruction[13:12]];  
                    offset <= instruction[11:4];
                    opcode <= instruction[3:0];
                    sel1 <= 1;
                    sel3 <= 0;
                    w_r <= 0;
                end else if (instruction[19:18] == 2'b11) begin  
                    operand1 <= regfile[instruction[17:16]];  
                    offset <= instruction[11:4];
                    opcode <= instruction[3:0];
                    sel1 <= 0;  
                    sel3 <= 1;  
                    w_r <= 1; 
                end else if (instruction[19:18] == 2'b10) begin  
                  regfile[instruction[17:16]] <= result2;  
                    operand1 <= regfile[instruction[15:14]];  
                    operand2 <= regfile[instruction[17:16]];  
                    offset <= instruction[11:4];
                    opcode <= instruction[3:0];
                    sel1 <= 0;  
                    sel3 <= 1;  
                    w_r <= 0;
                end
            end
            default:  
            state = RESET;  
        endcase
    end
endmodule
==> Slide: Implementation Results <==
Implementation Results

Yosys
  – Synth flops: 99
  – Syn Std Cell Area: 0.00500 sq mm
  – Synthesis Warnings: 1
  – Post-synthesis cell count from yosys: 389
  – Share of flip-flops with an asynchronous set or reset: 0%
  – Synth top cell by count: edfxtp_1
  – Unique cell type count in the Yosys netlist: 49
  – Synth cell count leaders: 95 x edfxtp_1, 30 x and2_1, 27 x a21oi_1
  – Seq share, synth: 58.6%
  – Yosys chip area: 0.00500 sq mm
  – Syn_area_per_cell: 12.9 sq um
  – Number of enable flip-flop cells: 95
  – Area share, top type: 57.0%
  – Ranking of synthesized cells by area: edfxtp_1 57%, mux2i_1 4.8%, and2_1 3.8%
  – Cells after Synth: 389
  – Ys flop type: edfxtp_1
  – Largest area contributor in the netlist: edfxtp_1

STA
  – Final period utilization: 73.5%
  – Setup TNS: 0 ps
  – Clock skew: 11.2 ps
  – Worst slew pin tran: 927 ps
  – Worst slew margin: 38.2%
  – Fin crit period: 3680 ps
  – RSZ-0062 raised after global routing: false
  – Final Hold Viols: 0
  – Setup violations, final: 0
  – Max-slew violations: 0
  – Max Fclk: 272 MHz

Clocking
  – Clock latency on the worst-skew pair: 350 ps
  – CTS sink cnt: 99
  – H-tree levels: 3
  – PostCTS Resize Cnt: 0
  – CTS root buffer: clkbuf_16
  – CTS tree: yes
  – Clk slew on worst S/H paths: 70 ps
  – CTS Hold Bufs: 0
  – Post-CTS Setup Bufs: 0
  – TritonCTS buffer count: 9
  – Clk buf depth: 2

Cells and area
  – # fillers: 1,482
  – P&R area growth vs syn: 28.7%
  – Layout cells sized above 1: 12.5%
  – Layout Cells excl Fill: 697

Worst setup path
  – Worst Path Required: 5200 ps
  – Worst-path fanout max: 19
  – Data arrival, critical path: 3880 ps
  – Flop2flop setup slack: 2320 ps
  – Startpoint Class: primary input
  – Setup CP Type: primary input to flop
  – R2r worst-path depth: 6
  – RR Startpoint: state[1]$_DFF_P_
  – Crit path from: instr[18]
  – Worst Setup End Kind: flop
  – Termination of the worst setup path: operand2[6]$_DFFE_PP_
  – FF-to-FF End: operand2[6]$_DFFE_PP_

Floorplanning
  – Core outline area: 0.0161 sq mm
  – Die Size: 0.0172 sq mm
  – Die width: 131 um
  – Row count: 46
  – Die height: 131 um
  – IO Pins: 93
  – Floorplan Utilization: 31.1%

Global routing
  – Gr ovfl total: 0
  – First-pass GRT wire length: 20.0 mm
  – Vias in the first global route: 3,565
  – Antenna violations before repair: 0
  – Gr usage total: 15.9%
  – Largest net degree at the start of global routing: 34

Flow run
  – Stage-log warning count: 26
  – MaxCap Viol Count: 0

Drt
  – Antenna cells: 0
  – Avg Vias per Cell: 5.13
  – Final ANT Viol Nets: 0
  – Starting DRT DRC Count: 186
  – WL final: 12.9 mm
  – Total number of vias: 3,578
  – # DRC: 0
  – Routed len/inst: 18.5 um
  – Initial DRT Pass Iterations: 5

Outcome
  – Status: completed

Placed design
  – Placer congestion estimate: 0.844
  – Detail Placement HPWL: 8.90 mm
  – IO Port Bufs: 91
  – Total placed cells including tap cells: 682

Power
  – Leakage Power: 2.27 nW
  – VDD IR-drop max: 0.253 mV
  – PwrDens: 610 mW/mm^2

Min path
  – Hold Crit Depth: 0
  – HP Class: flop to flop
  – Hold Crit Start: regfile[0][4]$_SDFFCE_PN0P_
worst max-delay path, stage by stage:
cell             delay (ps)
clkdlybuf4s50_1         810
nor3b_1                 360
and3_4                  250
nor2_1                  320
mux2i_4                 530
mux2_2                  440
a2bb2oi_1               160
sequential cells by signal, indices dropped and copies added, names as in the netlist:
signal and count:
sel3 1, state 4, offset 8, regfile_b 8
operand1 8, sel1 1, regfile_c 8, operand2 8
regfile_a 8, regfile 32, opcode 4, w_r 1
regfile_d 8
final cells by class:
cell class	count	area, sq um	share of cell area, %
flip-flops and latches	99	2930	45.6
multi-input cells	257	1900	29.5
repair buffers	103	1000	15.6
well taps	216	270	4.20
clock buffers	9	225	3.50
clock inverters	6	80.1	1.24
inverters	7	26.3	0.408
cells by family (layout without fill, tap and decap cells):
group / Yosys count / in the layout / synth area share, %
buffers and inverters: 33 / 125 / 3.35
AOI/OAI and AO/OA: 111 / 111 / 16.1
DFF: 99 / 99 / 58.6
muxes: 40 / 40 / 10.4
and+or+nand+nor: 103 / 103 / 11.0
xor gates and xnor gates: 3 / 3 / 0.525
worst min path at each step:
stage / slack, ps / endpoint
after CTS: 480 / regfile_a[4]$_DFFE_PP_
after global routing: 500 / regfile_a[4]$_DFFE_PP_
final: 480 / regfile_a[4]$_DFFE_PP_
through the flow:
stage	util (%)	cell area (sq um)	hold slack, ps	total power, mW	setup WS [ps]
after floorplan	-	5000	444	2.46	2150
final	40.1	6440	481	3.93	1320
after global routing	40.1	6440	501	4.17	1120
after global placement	38.2	6130	461	3.20	1010
after detailed placement	38.2	6130	468	3.22	972
after CTS	40.1	6440	482	3.96	1330
power breakdown:
group / internal, mW / leakage [nW] / switching, mW / total (mW)
Sequential: 1.44 / 0.958 / 0.237 / 1.67
Combinational: 0.766 / 1.16 / 0.766 / 1.53
Clock: 0.398 / 0.148 / 0.325 / 0.723
Total: 2.60 / 2.27 / 1.33 / 3.93
layout by cell type, fill, tap and decap left out, types with 4 or more instances in the layout:
master,Yosys,routed
a22o_1,9,9
mux2i_1,24,24
buf_4,0,12
a221o_1,4,4
dfxtp_1,4,4
edfxtp_1,95,95
nor2_1,24,24
clkdlybuf4s50_1,0,91
clkbuf_16,0,9
and2_1,30,30
o21ai_0,24,24
o22a_1,8,8
o221a_2,8,8
nand2b_1,6,6
a21oi_2,4,4
a2bb2oi_1,7,7
o211ai_1,8,8
mux4_2,8,8
mux2_2,7,7
inv_1,7,7
a21oi_1,27,27
nand2_1,20,20
layer usage:
layer / share of wire, % / global-route usage (%)
met5: 0 / 0
met4: 1.8 / 2.88
met3: 8.5 / 5.74
met2: 48 / 24.3
met1: 42 / 22.8
Power and IR drop assume default switching activity.
